File: design/flow/config.mk
export PLATFORM = sky130hd
export DESIGN_NAME = sevenseg
export DESIGN_NICKNAME = sevenseg
export VERILOG_FILES = /design/flow/design.v
export SDC_FILE = /design/flow/constraint.sdc
export NUM_CORES = 4
export LEC_CHECK = 1
export CORE_AREA = 10 10 70 70
export DIE_AREA = 0 0 80 80
File: design/flow/constraint.sdc
current_design sevenseg

set clk_period 4.2
set clk_io_pct 0.2

create_clock -name clk0 -period $clk_period

set non_clock_inputs [all_inputs -no_clocks]
set_input_delay [expr $clk_period * $clk_io_pct] -clock clk0 $non_clock_inputs
set_output_delay [expr $clk_period * $clk_io_pct] -clock clk0 [all_outputs]
File: design/flow/design.v
module sevenseg( input logic [5:0]mag_result, 
                 output logic [6:0]seg1, 
					  output logic [6:0]seg2);
	 logic [3:0] tens, ones;
    always_comb begin
        tens = mag_result / 10;
        ones = mag_result % 10;
    end 
    always_comb
        begin
            case (ones)
            4'b0000 : seg1<= 7'b1000000; 
            4'b0001 : seg1<= 7'b1111001; 
            4'b0010 : seg1<= 7'b0100100; 
            4'b0011 : seg1<= 7'b0110000; 
            4'b0100 : seg1<= 7'b0011001; 
            4'b0101 : seg1<= 7'b0010010; 
            4'b0110 : seg1<= 7'b0000010; 
            4'b0111 : seg1<= 7'b1111000; 
            4'b1000 : seg1<= 7'b0000000; 
            4'b1001 : seg1<= 7'b0011000; 
            default seg1<= 7'b1111111;
            endcase
        end
	always_comb
        begin
            case (tens)
            4'b0000 : seg2<= 7'b1000000; 
            4'b0001 : seg2<= 7'b1111001; 
            4'b0010 : seg2<= 7'b0100100; 
            4'b0011 : seg2<= 7'b0110000; 
            4'b0100 : seg2<= 7'b0011001; 
            4'b0101 : seg2<= 7'b0010010; 
            4'b0110 : seg2<= 7'b0000010; 
            4'b0111 : seg2<= 7'b1111000; 
            4'b1000 : seg2<= 7'b0000000; 
            4'b1001 : seg2<= 7'b0011000; 
            default seg2<= 7'b1111111;
            endcase
        end
endmodule
File: design/flow/run.sh
#!/bin/bash
# OpenROAD 26Q1-2900-gdf79404cd8, Yosys 0.63+post, stock flow scripts
make -C /OpenROAD-flow-scripts/flow DESIGN_CONFIG=/design/flow/config.mk WORK_HOME=/design/flow/orfs finish
==> reports/metrics.cfg <==
[logic_synthesis]
synth_sequential_area_ratio_pct=0
number_of_cells_in_the_yosys_synthesis_report=105
synth.top_cells.by_area=sky130_fd_sc_hd__ha_1, sky130_fd_sc_hd__mux2i_1, sky130_fd_sc_hd__a21oi_1
fraction_of_synthesized_cell_area_taken_by_the_top_area_cell_type_pct=20.76
postSynthCellCount=105
synth_chip_area_sq_um=723.2
netlist_area_sq_um=723.2
syn-mean-instance-area_sq_um=6.888
yosys.area.top_type=sky130_fd_sc_hd__ha_1
synth.yosys.warnings=1
synth.lib_cells_used.distinct=35
most_frequently_used_cell_type_in_the_post_synthesis_netlist=sky130_fd_sc_hd__ha_1
synth_cell_count_leaders=sky130_fd_sc_hd__ha_1, sky130_fd_sc_hd__a21oi_1, sky130_fd_sc_hd__inv_1, sky130_fd_sc_hd__nor2_1, sky130_fd_sc_hd__nand2_1

[final_timing]
rsz0062_at_grt=false
tns_ns=0
timing_max_transition_violations_final=0
timing.final.hold_violations=0
worst_pin_slew_ns=0.4663
timing.final.crit_share_pct=96.18
min_period_ns=4.040
timing.max_slew.rel_slack_pct=68.80
post-route-worst-setup-slack_ns=0.1604
final-setup-viol-count=0
fmax_mhz=247.5

[placement]
dp_hpwl_um=1591
buffer_ports.inserted=20
gpl.final_weighted_congestion=0.8304
dpl-instance-area_sq_um=1121
dp_worst_setup_slack_ns=-0.5351

[run]
openroad.warnings=41
max_cap_violations=0

[critical_path]
cp-end-kind=output port
timing.critical_path.fanout_max=4
type_of_the_worst_setup_path=in -> out
startpoint_type=primary input
timing.critical_path.arrival_ns=3.20
required_ns=3.36
timing.critical_path.slowest_cell_delay_ns=0.45
cpMaxStageDelayCell=sky130_fd_sc_hd__clkdlybuf4s50_1
crit_path_cell_trace=dlygate4sd2_1 -> ha_4 -> nand3b_1 -> a211o_1 -> nand4_1 -> and2_4 -> buf_6 -> buf_6 -> inv_2 -> ha_4 -> and2_4 -> clkdlybuf4s50_1

[floorplan]
die_h_um=80
core_area_sq_um=3416
rows=21
dieArea_sq_um=6400
initCoreUtil_pct=21.17
die_x_um=80
top_level_ports=20

[global_route]
first_global_vias=888
antenna_found_initial=0
globalRouteTotalUtil_pct=6.793
grt_max_degree=14
grt_pass1_wl_um=3829
globalRoute.totalOverflow=0

[finish]
num-clock-buffers=0
drive_gt1_share_pct=40.51
area.sequential_sq_um=0
flop_count=0
fillcell_total=333
area_growth_pct=90.31
post-route-cell-area_sq_um=1376

[routing]
drc=0
postRouteAntennaNets=0
drtPass1Iterations=4
wirelength_um=2204
wire_per_inst_um=10.80
detail_route.vias_per_cell=4.461
detailroute.via_count=910
antenna_cells=0
detailedRoute.firstIterationViolations=14

[pwr]
power.leakage_uw=0.0006524
total_power_uw=266.7
power_density_nw_per_um2=193.8
max-vdd-ir-drop_mv=0.06723

[status]
run_status=finished, final reports clean

[min_path]
worst_hold_path_type=in -> out

per-stage QoR:
| step | hold WS [ns] | instances | utilization (%) |
|---|---|---|---|
| floorplan | 1.811 | 105 | - |
| global placement | 2.794 | 188 | 32.82 |
| detailed placement | 2.797 | 188 | 32.82 |
| CTS | 2.567 | 201 | 38.61 |
| global route | 2.629 | 204 | 40.29 |
| finish | 2.584 | 204 | 40.29 |
repair_timing:
item	CTS	global route
gates cloned	1	0
buffers inserted	12	3
setup endpoints to repair	14	14
gates resized	37	14
hold buffers	0	0
pin swaps	14	7
worst max-delay path: cells and delay by family:
kind	cells	cell delay (ns)
buffers and inverters	5	0.98
adders and majority gates	2	0.52
AOI/OAI and AO/OA	1	0.27
and+or+nand+nor	4	0.58
layout by cell type (no fill, tap or decap), types with 3 or more instances in the layout:
cell	n
sky130_fd_sc_hd__nand2b_1	3
sky130_fd_sc_hd__ha_4	3
sky130_fd_sc_hd__clkdlybuf4s50_1	7
sky130_fd_sc_hd__nand2_1	8
sky130_fd_sc_hd__o21ai_0	3
sky130_fd_sc_hd__ha_1	7
sky130_fd_sc_hd__inv_2	4
sky130_fd_sc_hd__dlygate4sd2_1	7
sky130_fd_sc_hd__buf_6	5
sky130_fd_sc_hd__o21ai_1	6
sky130_fd_sc_hd__buf_4	31
sky130_fd_sc_hd__clkdlybuf4s15_1	3
sky130_fd_sc_hd__inv_1	6
sky130_fd_sc_hd__a21oi_1	7
sky130_fd_sc_hd__mux2i_1	5
sky130_fd_sc_hd__nor2b_1	3
sky130_fd_sc_hd__nor2_1	8
power breakdown:
group          total [uW]  internal [uW]  switching (uW)
clock                   0              0               0
sequential              0              0               0
combinational         267            164             103
total                 267            164             103
cells by family (layout without fill, tap and decap cells):
logic type | after synthesis | after routing | share of synthesized area [%]
and+or+nand+nor | 43 | 43 | 33.39
AOI/OAI and AO/OA | 25 | 25 | 20.42
buffers and inverters | 15 | 68 | 10.38
adders and majority gates | 13 | 13 | 22.14
muxes | 6 | 6 | 10.03
xor gates and xnor gates | 3 | 3 | 3.634
layer usage:
metal / part of all wire (%) / track usage, % / routed length, um
met5: 0 / 0 / 0
met4: 0 / 0 / 0
met3: 5.0 / 0.6818 / 111
met2: 44 / 11.24 / 959
met1: 51 / 9.775 / 1133
cell type report:
| class | instances | area [sq um] | share of cell area, % |
|---|---|---|---|
| inverter | 10 | 37.54 | 2.727 |
| multi-input combinational | 90 | 760.7 | 55.27 |
| timing repair buffer | 58 | 520.5 | 37.82 |
| tap | 46 | 57.56 | 4.182 |
final timing paths:
check  cells past startpoint  slack, ns       to          start
min                        4       2.58  seg1[4]  mag_result[0]
max                       12       0.16  seg2[1]  mag_result[5]
Power figures rest on the tool's default switching activity, not on a simulated workload.
