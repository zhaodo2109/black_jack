### design/flow/run.sh
#!/bin/bash
# OpenROAD 26Q1-2900-gdf79404cd8, Yosys 0.63+post, stock flow scripts
make -C /OpenROAD-flow-scripts/flow DESIGN_CONFIG=/design/flow/config.mk WORK_HOME=/design/flow/orfs finish
### design/flow/config.mk
export PLATFORM = sky130hd
export DESIGN_NAME = player_hand
export DESIGN_NICKNAME = player_hand
export VERILOG_FILES = /design/flow/design.v
export SDC_FILE = /design/flow/constraint.sdc
export NUM_CORES = 4
export LEC_CHECK = 1
export CORE_UTILIZATION = 30
### design/flow/constraint.sdc
current_design player_hand

set clk_period 1.0
set clk_io_pct 0.2

create_clock -name clk0 -period $clk_period [get_ports {clk}]

set non_clock_inputs [all_inputs -no_clocks]
set_input_delay [expr $clk_period * $clk_io_pct] -clock clk0 $non_clock_inputs
set_output_delay [expr $clk_period * $clk_io_pct] -clock clk0 [all_outputs]
### design/flow/design.v
module player_hand (
    input  logic       clk,
    input  logic       rst,           
    input  logic [6:0] data,          
    input  logic [2:0] wraddr,        
    input  logic       wen,           
    output logic [5:0] card0,
    output logic [5:0] card1,
    output logic [5:0] card2,
    output logic [5:0] card3,
    output logic [5:0] card4
);
    logic [5:0] mem [0:4];
    always_ff @(posedge clk) begin
        if (rst) begin
            mem[0] <= 6'd0;
            mem[1] <= 6'd0;
            mem[2] <= 6'd0;
            mem[3] <= 6'd0;
            mem[4] <= 6'd0;
        end
        else if (wen) begin
            mem[wraddr] <= data;
        end
    end
always_ff @(posedge clk or posedge rst) begin
  if (rst) {card0,card1,card2,card3,card4} <= 0;
  else begin
    card0 <= mem[0];
    card1 <= mem[1];
    card2 <= mem[2];
    card3 <= mem[3];
    card4 <= mem[4];
  end
end
endmodule
==> job_summary.md <==
### Yosys + OpenROAD results

| Metric | Value |
|---|---|
| Yosys synthesis chip area | `about 2000 sq um` |
| Pin count of the biggest net entering global routing | `14` |
| Total number of placement rows | `29` |
| Leakage dissipation | `1.235 nW` |
| Most used DFF post-synth | `sky130_fd_sc_hd__edfxtp_1` |
| Startpoint types | `flop` |
| Final worst-path cycle share | `1.016` |
| Global-route wire length before repair | `approximately 6 mm` |
| Post-CTS repair timing setup buffer count | `0` |
| Number of pins exceeding their max-slew limit in the final report | `0` |
| Most instantiated cells after synthesis | `sky130_fd_sc_hd__dfrtp_1 (30), sky130_fd_sc_hd__edfxtp_1 (30), sky130_fd_sc_hd__and3_1 (28)` |
| Total Routing Usage GR | `0.1138` |
| Root Buffer | `sky130_fd_sc_hd__clkbuf_8` |
| Min Clock Period, post-route | `between 1000 and 1500 ps` |
| Worst Setup Slack, final | `-16.45 ps` |
| Reg clk slew, reported paths | `about 60 ps` |
| TritonCTS Buffers | `9` |
| Synthesis-stage register bit count | `approximately 60` |
| Biggest cell delay along the critical path | `380 ps` |
| Via-per-instance ratio | `4.419` |
| Floorplan Core Area | `6386 sq um` |
| Layout-stage area growth over the synthesis result | `33.96%` |
| Failing checks | `setup timing` |
| Setup slack at placement | `-570.1 ps` |
| Top area cell types | `sky130_fd_sc_hd__edfxtp_1 (45%), sky130_fd_sc_hd__dfrtp_1 (38%), sky130_fd_sc_hd__and3_1 (8.8%), sky130_fd_sc_hd__a21o_2 (1.3%), sky130_fd_sc_hd__buf_6 (1.1%)` |
| Power per cell area | `around 2100 nW/um^2` |
| RSZ-0062 raised after global routing | `true` |
| Warning count from the yosys run | `1` |
| Cell Type Count | `17` |
| Dpl cell area | `2559 sq um` |
| Total congestion overflow after global routing | `0` |
| Detailed Place HPWL | `2.452 mm` |
| DRT Wirelength | `between 3 and 4 mm` |
| Slew of the pin with the lowest slew margin | `380.9 ps` |
| Number of buffers and inverters on the critical path | `1` |
| Clock skew | `2.587 ps` |
| Upper clock frequency limit | `983.8 MHz` |
| Count of antenna diodes in the layout | `0` |
| Die width | `between 80 and 90 um` |
| Cell-by-cell listing of the critical path | `buf_2` |
| Number of antenna violations at the first check in global routing | `0` |
| Initial DRC count | `55` |
| Final setup fails | `5` |
| Hold Violations, Final | `0` |
| Number of remaining DRC errors | `0` |
| Clk latency of the worst-skew pair | `about 330 ps` |
| Arrival time at the worst endpoint | `820 ps` |
| Vertical die size | `83.51 um` |
| Post-route antenna net violation count | `0` |
| Type of the worst min-delay path | `in2async` |
| Total via count in the routed design | `1096` |
| TritonRoute pass-1 iters | `4` |
| Fraction of the core area occupied by cells at floorplan | `0.3121` |
| Share of async-settable or async-resettable flops after synthesis | `0.5000` |
| Number of instances in the synthesized netlist | `approximately 110` |
| Cells in synth_stat.txt | `about 110` |
| Library cell with the largest summed area after synthesis | `sky130_fd_sc_hd__edfxtp_1` |
| Number of flops mapped to enable cells by yosys | `30` |
| Kind of cell adding the most delay to the critical path | `flip-flops` |
| Number of buffers inserted by port buffering | `41` |
| Final instance area | `2670 sq um` |
| H-tree level count | `3` |
| Max-cap check violation count | `0` |
| Crit Path Class | `reg2out` |
| Placer Congestion | `between 0.7 and 0.8` |
| Cell with the largest stage delay on the worst path | `sky130_fd_sc_hd__dfrtp_1` |
| Area of the mapped netlist | `1993 sq um` |
| Type of element capturing the critical path | `output port` |
| Total of hold buffers inserted after clock tree synthesis | `0` |
| Total number of clock tree sinks | `around 60` |
| Required time at the worst-slack endpoint | `about 800 ps` |
| Status | `finished, violations left` |
| OpenROAD warning count | `29` |
| Highest net fanout along the worst path | `1` |
| DR WL/cell | `14.50 um` |
| Area share of the leading cell type in the synthesized netlist | `0.4520` |
| Full die area | `between 6000 and 7000 sq um` |
| Worst rel slew slack | `0.7458` |
| Number of global-route vias before repair | `1171` |
| Proportion of layout cells with a drive suffix above 1 | `0.4035` |
| Ports placed on the boundary | `roughly 43` |
| Avg Inst Size Synth | `18.46 sq um` |
| Utilization after layout | `0.4181` |
| Fraction of the yosys area taken by sequential cells | `0.8286` |
| Worst VDD drop | `0.001199 V` |
| CTS tree | `yes` |
| Maximum clock path buffer count | `2` |
## metrics by stage
step,total power [mW],hold slack (ps),std cells,TNS [ps]
final,5.706,312.1,248,-34.71
after global routing,5.916,354.2,248,-782.5
after CTS,5.768,311.7,248,-268.1
after detailed placement,3.213,334.4,232,-34710
after global placement,3.201,333.9,232,-33130
after floorplan,2.925,330.6,108,-2.506
## flip-flops by register name (all words and copies together) (netlist names)
register,count
card1,6
card3,6
card4,6
mem,30
card2,6
card0,6
## area by class of cell
cell class / count / area [sq um]
flip-flops and latches: 60 / 1652
fillers: 561 / 3716
clock inverters: 6 / 111.4
well taps: 77 / 96.34
clock buffers: 10 / 137.6
inverters: 2 / 7.507
repair buffers: 51 / 329.1
multi-input cells: 42 / 336.6
## metal layers
layer,track usage,wire length (um),vias to the layer above
met1,0.1614,1492,529
met2,0.1706,1747,43
met3,0.03715,217,13
met4,0.04931,138,0
met5,0,0,-
li1,-,-,511
## cells in the final DEF (no fill, tap or decap), types with 3 or more instances in the layout
| master | count |
|---|---|
| sky130_fd_sc_hd__clkbuf_8 | 10 |
| sky130_fd_sc_hd__buf_4 | 10 |
| sky130_fd_sc_hd__bufinv_16 | 3 |
| sky130_fd_sc_hd__a21o_4 | 3 |
| sky130_fd_sc_hd__buf_2 | 30 |
| sky130_fd_sc_hd__edfxtp_1 | 30 |
| sky130_fd_sc_hd__clkdlybuf4s50_1 | 6 |
| sky130_fd_sc_hd__dlygate4sd2_1 | 5 |
| sky130_fd_sc_hd__and3_1 | 28 |
| sky130_fd_sc_hd__dfrtp_1 | 30 |
## worst min-delay path, cell delays in order
cell and delay [ps]:
sky130_fd_sc_hd__dlygate4sd2_1 310, sky130_fd_sc_hd__buf_4 190, sky130_fd_sc_hd__inv_1 110, sky130_fd_sc_hd__buf_4 160
## timing repair
item | in CTS | in global routing
pin swaps | 3 | 1
setup endpoints to repair | 90 | 40
gates resized | 98 | 2
## cells by family (layout without fill, tap and decap cells)
group / after synthesis / after routing / share of synthesized area
flops: 60 / 60 / 0.8286
simple gates: 37 / 37 / 0.1281
buf+inv: 6 / 69 / 0.02134
compound gates: 5 / 5 / 0.02198
## power by group
group          switching [mW]  total (mW)  internal (mW)  leakage, nW
sequential             0.0389        2.80           2.76        0.644
combinational           0.140       0.283          0.143        0.468
clock                   0.906        2.63           1.72        0.122
## worst paths after layout
path / from / cells past startpoint / slack (ps) / end
min in group clk0: mem[1][4] / 0 / 350 / card1[4]
max: card2[5] / 1 / -20 / card2[5]
max in group asynchronous: rst / 4 / 480 / card2[5]
min: rst / 4 / 310 / card2[1]
max reg2reg: mem[3][0] / 0 / 490 / card3[0]
min reg2reg: mem[1][4] / 0 / 350 / card1[4]
Power figures rest on the tool's default switching activity, not on a simulated workload.
